**design/flow/run.sh**
```bash
#!/bin/bash
# OpenROAD 26Q1-2900-gdf79404cd8, Yosys 0.63+post, stock flow scripts
make -C /OpenROAD-flow-scripts/flow DESIGN_CONFIG=/design/flow/config.mk WORK_HOME=/design/flow/orfs finish
```
**design/flow/config.mk**
```make
export PLATFORM = sky130hd
export DESIGN_NAME = fifo
export DESIGN_NICKNAME = fifo
export VERILOG_FILES = /design/flow/design.v
export SDC_FILE = /design/flow/constraint.sdc
export NUM_CORES = 4
export LEC_CHECK = 1
export CORE_UTILIZATION = 30
```
**design/flow/constraint.sdc**
```tcl
current_design fifo

set clk_period 1.0
set clk_io_pct 0.2

create_clock -name clk0 -period $clk_period [get_ports {clk}]

set non_clock_inputs [all_inputs -no_clocks]
set_input_delay [expr $clk_period * $clk_io_pct] -clock clk0 $non_clock_inputs
set_output_delay [expr $clk_period * $clk_io_pct] -clock clk0 [all_outputs]
```
**design/flow/design.v**
```verilog
module FFD(input logic clk,
            input logic rst,
            input logic carregar_data,
            input logic fila_cheia,
            input logic [7:0]d,
            output logic [7:0] q);
    always@(posedge clk)begin
        q <= rst ? 0:d;
    end
endmodule
module fifo(input logic clk,
            input logic rst,
            input logic carregar_data,
            input logic [7:0] data_ent,
            output logic [7:0] data_sai,
            output logic fila_cheia);
    logic [7:0]w[5:0];
    FFD ff1(.clk(clk),.rst(rst),.carregar_data(carregar_data),.fila_cheia(fila_cheia),.d(data_ent),.q(w[0]));
    FFD ff2(.clk(clk),.rst(rst),.carregar_data(carregar_data),.fila_cheia(fila_cheia),.d(w[0]),.q(w[1]));
    FFD ff3(.clk(clk),.rst(rst),.carregar_data(carregar_data),.fila_cheia(fila_cheia),.d(w[1]),.q(w[2]));
    FFD ff4(.clk(clk),.rst(rst),.carregar_data(carregar_data),.fila_cheia(fila_cheia),.d(w[2]),.q(w[3]));
    FFD ff5(.clk(clk),.rst(rst),.carregar_data(carregar_data),.fila_cheia(fila_cheia),.d(w[3]),.q(w[4]));
    FFD ff6(.clk(clk),.rst(rst),.carregar_data(carregar_data),.fila_cheia(fila_cheia),.d(w[4]),.q(w[5]));
    FFD ff7(.clk(clk),.rst(rst),.carregar_data(carregar_data),.fila_cheia(fila_cheia),.d(w[5]),.q(data_sai));
endmodule
```
==> summary.txt <==
run metrics: status complete, no violations, Worst Path Max Fanout 1, Tmin final 898.4 ps, postcts setup bufs 0, Core Region 5172 sq um, routed len/inst 7.086 um, final setup vio count 0, Synth Seq Share 69.14%, Cell Type Count 7, drt initial violations 58, GRT overflow 0, fin. max-slew vios 0, Registers, synthesis between 50 and 60, Root Buffer clkbuf_8, vias 697, FF-to-FF Start ff2.q[3], clock buffer depth 2, Synth Area per Inst 13.51 sq um, largest net degree at the start of global routing 29, CP arrival 700 ps, CTS Sinks 56, Yosys Chip Area 1622 sq um, peak supply drop ~1400 uV, Lkg Pwr 0.7470 nW, CTS Buf Count 5, CP Launch Type flip-flop, number of buffers and inverters on the critical path 1, GPL Wtd Cong 0.6407, CP Capture Type primary output, Die Wd 75.52 um, crit-path cells clkbuf_2, Reg-to-Reg End ff3.q[3], first-pass GRT wire length ~2600 um, r2r worst-path depth 1, Hold WC Path Type input port to flip-flop, hold buffers post-CTS 0, HPWL after DPL 804.5 um, hold depth 2, hold violation total from the final report 0, ys cells 120, row count 26, post-route antenna net violation count 0, PnR Total Power about 3.9 mW, htree depth 2, Max Cap Violations 0, slowest CP cell dfxtp_1, Syn Inst Count 120, FP Util 31.35%, DRC violations left 0, PwrDens 2030 nW/um^2, crit share post-route approximately 90%, slowest stage delay, CP 320 ps, vias in the first global route 558, CTS tree built, worst-case hold path end point ff7.q[0], Final Skew around 1.6 ps, commonest cells after routing, fill and taps aside 56 x dfxtp_1, 31 x nor2b_2, 25 x nor2b_1, 8 x clkdlybuf4s50_1, 8 x clkbuf_2, Pre-antenna DRT Iters 4, vias per cell 3.319, chip area 5703 sq um, area delta synth->final 18.83%, IO Port Bufs 17, Clock transition at path regs 90 ps, fin area 1927 sq um, io pins 20, Area after DPL roughly 1800 sq um, layout cell share with drive strength beyond 1 35.71%, Ant. Diodes 0, most frequent logic cell in the layout dfxtp_1, Post-Syn Area 1622 sq um, initial antenna violation count 0, final WL 1488 um, CP delay by family, top flip-flops, Fin Setup TNS 0 ps, clk ins delay skew pair 300 ps, Req. time, crit path 800 ps, overall routing resource usage 6.119%, Layout fillers about 480, register-to-register setup slack ~450 ps, die height ~76 um, RSZ-0062 raised after global routing false, fmax 1113 MHz, path type of the worst setup path flip-flop to primary output, Yosys Warn Count 4, OpenROAD warnings 26, Hold Startpoint rst
## where the power goes
part	switching, mW	total, mW	internal (mW)
clock	0.669	1.49	0.818
sequential	0.00852	2.29	2.28
combinational	0.0563	0.138	0.0817
## how the worst max path moves through the flow
stage     startpoint     endpoint  slack, ps  depth (start not counted)
6_report    ff7.q[2]  data_sai[2]        100                          1
5_1_grt     ff7.q[3]  data_sai[3]         40                          1
4_1_cts     ff7.q[5]  data_sai[5]          6                          1
## kinds of logic (layout without fill, tap and decap cells)
family	after synthesis	count (layout)	share of synthesized area, %
flip-flops	56	56	69.14
AND/OR/NAND/NOR	56	56	26.39
buffers and inverters	7	27	4.243
other	1	1	0.2313
## registers in the layout (all words and copies together), names as in the netlist
signal  cells
ff3.q       8
ff7.q       8
ff1.q       8
ff4.q       8
ff2.q       8
ff5.q       8
ff6.q       8
## synth_stat cells
library cell	number	area [sq um]
buf_2	1	5.000
buf_4	1	7.510
buf_6	5	56.30
conb_1	1	3.750
dfxtp_1	56	1121
nor2b_1	25	156.4
nor2b_2	31	271.5
## layer usage
layer  wire, um  vias to the layer above  GRT usage [%]
met5          0                        -              0
met4         27                        0          1.029
met3        143                        6          3.485
met2        456                       22          6.151
met1        861                      281          10.94
li1           -                      388              -
## timing repair
| item | in CTS | in global routing |
|---|---|---|
| resized | 16 | 8 |
| setup endpoints to repair | 8 | 8 |
| pin swaps | 0 | 0 |
## final cells by class
| type | instances | area [sq um] | share of cell area (%) |
|---|---|---|---|
| clock buffers | 6 | 82.58 | 4.286 |
| clock inverters | 2 | 38.79 | 2.013 |
| multi-input cells | 57 | 431.7 | 22.40 |
| flip-flops and latches | 56 | 1121 | 58.18 |
| well taps | 70 | 87.58 | 4.545 |
| repair buffers | 19 | 165.2 | 8.571 |
## stage by stage
step	util (%)	std cells	worst slack, ps	hold WS, ps
after floorplan	-	120	382.4	328.2
after global placement	35.68	202	66.33	419.2
after detailed placement	35.68	202	62.80	419.3
after CTS	38.03	210	6.148	134.2
after global routing	37.25	210	44.54	121.0
final	37.25	210	101.6	148.4
Power is estimated from default activity; no workload was simulated.
